--- run.sh ---
#!/bin/bash
# OpenROAD 26Q1-2900-gdf79404cd8, Yosys 0.63+post, stock flow scripts
make -C /OpenROAD-flow-scripts/flow DESIGN_CONFIG=/design/flow/config.mk WORK_HOME=/design/flow/orfs finish
--- config.mk ---
export PLATFORM = sky130hd
export DESIGN_NAME = Count
export DESIGN_NICKNAME = Count
export VERILOG_FILES = /design/flow/design.v
export SDC_FILE = /design/flow/constraint.sdc
export NUM_CORES = 4
export LEC_CHECK = 1
export CORE_AREA = 10 10 70 70
export DIE_AREA = 0 0 80 80
--- constraint.sdc ---
current_design Count

set clk_period 1.5
set clk_io_pct 0.2

create_clock -name clk0 -period $clk_period [get_ports {clk}]

set non_clock_inputs [all_inputs -no_clocks]
set_input_delay [expr $clk_period * $clk_io_pct] -clock clk0 $non_clock_inputs
set_output_delay [expr $clk_period * $clk_io_pct] -clock clk0 [all_outputs]
--- design.v ---
module Count(clk, rst, count); 
    input clk; 
    input rst; 
    output reg [2:0] count;
    reg [2:0] seven_counter;
    reg [1:0] three_counter;
    parameter s_idle = 0, s_count = 1; 
    reg [1:0] state, state_next;
    reg isDone; 
    always @(posedge clk) begin
        state = state_next;
    end
    always @(posedge clk) begin
        case (state)
            s_idle: begin
                if (rst == 1) begin 
                    state_next <= s_idle; 
                end else if (rst == 0 && isDone == 0) begin
                    state_next <= s_count; 
                    seven_counter <= 0; 
                    three_counter <= 0;  
                end else begin
                    state_next <= s_idle;
                end
            end
        s_count: begin 
            if (rst == 1) begin 
                state_next <= s_idle; 
            end else if (rst == 0) begin
                count = seven_counter; 
                if (three_counter < 3) begin 
                    if (seven_counter < 7) begin 
                        seven_counter <= seven_counter + 1;
                        state_next <= s_count;
                    end else begin
                        seven_counter <= 0; 
                        three_counter <= three_counter + 1;
                        state_next <= s_count;
                    end
                end else begin 
                    count <= 7; 
                    state_next <= s_idle; 
                    isDone <= 1; 
                end
            end
        end
        default begin 
            state_next <= s_idle; 
            isDone <= 0; 
        end
        endcase 
    end 
endmodule
==> flow_summary.json <==
{
  "cts_resized": 0,
  "finish.utilization_pct": 17.9,
  "numPortBuffers": 4,
  "cts-root-buf": "clkbuf_4",
  "ys.flops": 11,
  "synth-seq-area-share_pct": 67.8,
  "detail-route-antenna-nets": 0,
  "postCtsHoldBufs": 0,
  "min_period_ns": 1.42,
  "yosys.area.top_type_share_pct": 59.0,
  "warnings": 25,
  "rows": 21,
  "cp_cell_sequence": "ha_1, a211oi_2, a21boi_1",
  "crit_family": "AND-OR/OR-AND gates",
  "antenna_found_initial": 0,
  "postSynthAreaPerCell_um2": 14.8,
  "dieArea_um2": 6400,
  "critical_path_class": "flop to flop",
  "clk_latency_ns": 0.26,
  "drt_wl_total_um": 651,
  "synth_cell_types": 16,
  "cp_max_fo": 2,
  "rsz0062_at_grt": "false",
  "grt_overflow": 0,
  "relSlewSlack_pct": 85.0,
  "crit_buf_inv": 0,
  "hpwl_um": 509,
  "drc": 0,
  "cts_tree": "built",
  "tns_ns": 0,
  "gp_congestion": 0.663,
  "ys_cells": 31,
  "p_leak_nw": 0.215,
  "path_depth": 3,
  "postSynthCellCount": 31,
  "cts_made_buffers": 3,
  "cp_slowest_cell": "edfxtp_1",
  "num_antenna_cells": 0,
  "dr.pass1.iters": 2,
  "cp-end-kind": "flop",
  "whs_path_depth": 0,
  "arrival_ns": 1.37,
  "skew_ns": 0.00208,
  "p_per_area_nw_per_um2": 950,
  "finalInstanceArea_um2": 613,
  "vias_per_cell": 3.00,
  "drv_cap": 0,
  "tightestPinTransition_ns": 0.224,
  "cp.required_ns": 1.45,
  "critical_path.max_stage_delay_ns": 0.40,
  "grt_pass1_wl_mm": 1.11,
  "htree_levels": 1,
  "clock_sinks": 11,
  "fp_util_pct": 13.4,
  "grt_start_max_net_pins": 12,
  "first_global_vias": 279,
  "topCellsByArea": "edfxtp_1 (59%), dfxtp_1 (8.7%), ha_1 (5.5%), nor2b_1 (4.1%), a21boi_1 (3.3%)",
  "synth_warnings": 1,
  "worstRegToRegCells": 3,
  "track_usage_pct": 2.18,
  "fin_cells": 89,
  "status": "finished clean",
  "die_w_um": 80,
  "clk_pin_slew_ns": 0.06,
  "fmax_ghz": 0.707,
  "synth_area_leader_cell": "edfxtp_1",
  "cts_setup_buffers": 0,
  "vias": 267,
  "yosys-stat-area_um2": 458,
  "cts_buffer_depth": 2,
  "start_kind": "flop",
  "syn_area_um2": 458,
  "finalClockPeriodUsage_pct": 94.4,
  "dieHeight_um": 80,
  "syn_to_final_growth_pct": 33.9,
  "hold_path_class": "flop to flop",
  "ir_worst_vdd_uv": 155,
  "boundaryPins": 5,
  "dp_cells": 85,
  "drt-wirelength-per-cell_um": 7.31,
  "slew_viol_final": 0,
  "dpl_cell_area_um2": 586,
  "drive_gt1_share_pct": 25.6,
  "final_hold_viol_count": 0,
  "setup_viol": 0,
  "core_area_um2": 3420,
  "drtIter0Drc": 19
}
[worst register-to-register path, cell delays in order, from the launching register on]
cell and delay, ns:
edfxtp_1 0.40, ha_1 0.25, a211oi_2 0.20, a21boi_1 0.26
[logic make-up after synthesis]
logic type                 Yosys count  synth area share, %
and+or+nand+nor                     14                 19.1
DFF                                 11                 67.8
AOI/OAI and AO/OA                    4                 7.65
adders and majority gates            2                 5.46
[cell usage in the layout, fill, tap and decap left out]
cell and instances:
ha_1 2, nand3b_1 1, dfxtp_1 1, nor2b_2 1, clkdlybuf4s50_1 4, and3_1 1, clkbuf_1 1, and2_1 2
clkbuf_4 3, a211oi_2 1, edfxtp_1 9, nand3_1 1, nand2_1 1, buf_4 4, a211oi_1 1, dfxtp_2 1
nand2b_1 1, or2_2 1, nor2b_1 3, or2_1 2, a21boi_1 2
[power by group]
group	switching, mW	leakage [nW]	internal, mW	total (mW)
logic	0.0144	0.0974	0.0244	0.0389
clock network	0.0866	0.0150	0.103	0.189
registers	0.00973	0.102	0.345	0.354
total	0.111	0.215	0.472	0.583
[final cells by class]
| class | count | area (um^2) |
|---|---|---|
| Fill cell | 380 | 2800 |
| Sequential cell | 11 | 312 |
| Multi-Input combinational cell | 20 | 148 |
| Timing Repair Buffer | 8 | 70.1 |
| Tap cell | 46 | 57.6 |
| Clock buffer | 4 | 26.3 |
[Yosys cell counts]
library cell,number
a21boi_1,2
a211oi_2,1
ha_1,2
or2_2,1
and2_1,2
nand2b_1,1
a211oi_1,1
nand3_1,1
and3_1,1
or2_1,2
nand2_1,1
nor2b_1,3
nand3b_1,1
dfxtp_1,2
edfxtp_1,9
nor2b_2,1
[path summary, 6_finish.rpt]
path / slack (ns) / to / startpoint
worst max register to register: 0.08 / three_counter[0] / three_counter[0]
worst min-delay path: 0.33 / state[0] / state_next[0]
worst max-delay path: 0.08 / three_counter[0] / three_counter[0]
worst min register to register: 0.33 / state[0] / state_next[0]
[per-stage QoR]
stage                     worst slack, ns  hold slack (ns)  total power, mW
after CTS                          0.0783            0.332            0.592
after detailed placement           0.0107            0.320            0.400
after global placement             0.0511            0.315            0.399
after global routing              0.00398            0.349            0.615
after floorplan                    0.0341            0.310            0.378
final                              0.0847            0.332            0.583
[flip-flops by register name, indices dropped and copies added (netlist names)]
register / flops
count: 3
seven_counter: 3
three_counter: 2
isDone: 1
state: 1
state_next: 1
[layer usage]
metal | GRT usage, % | vias up | wire length, um | part of all wire [%]
li1 | - | 139 | - | -
met1 | 2.14 | 119 | 289 | 44
met2 | 3.45 | 7 | 265 | 41
met3 | 1.93 | 2 | 89 | 14
met4 | 0.352 | 0 | 7 | 1.1
met5 | 0 | - | 0 | 0
Power is estimated from default activity; no workload was simulated.
